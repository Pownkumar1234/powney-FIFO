**./run.sh**
```bash
#!/bin/bash
# OpenROAD 26Q1-2900-gdf79404cd8, Yosys 0.63+post, stock flow scripts
make -C /OpenROAD-flow-scripts/flow DESIGN_CONFIG=/design/flow/config.mk WORK_HOME=/design/flow/orfs finish
```
**./config.mk**
```make
export PLATFORM = sky130hd
export DESIGN_NAME = sync_fifo_dut
export DESIGN_NICKNAME = sync_fifo_dut
export VERILOG_FILES = /design/flow/design.v
export SDC_FILE = /design/flow/constraint.sdc
export NUM_CORES = 4
export LEC_CHECK = 1
export CORE_UTILIZATION = 40
```
**./constraint.sdc**
```tcl
current_design sync_fifo_dut

set clk_period 4.0
set clk_io_pct 0.2

create_clock -name clk0 -period $clk_period [get_ports {clk}]

set non_clock_inputs [all_inputs -no_clocks]
set_input_delay [expr $clk_period * $clk_io_pct] -clock clk0 $non_clock_inputs
set_output_delay [expr $clk_period * $clk_io_pct] -clock clk0 [all_outputs]
```
**./design.v**
```verilog
module sync_fifo_dut #(parameter DATA_WIDTH = 16, parameter MEM_DEPTH = 8) (
    input  wire                  clk,
    input  wire                  rst_n,       
    input  wire [DATA_WIDTH-1:0] data_in,     
    input  wire                  write_enable,
    input  wire                  read_enable,
    output reg  [DATA_WIDTH-1:0] data_out,    
    output wire                  full,
    output wire                  empty,
    output wire                  almost_full,
    output wire                  almost_empty,
    output reg                   write_ack,   
    output reg                   overflow,
    output wire                  underflow
);
    localparam ADDR_WIDTH = $clog2(MEM_DEPTH);
    reg [DATA_WIDTH-1:0] fifo_mem [MEM_DEPTH-1:0];
    reg [ADDR_WIDTH-1:0] write_ptr;
    reg [ADDR_WIDTH-1:0] read_ptr;
    reg [ADDR_WIDTH:0]   count;       
    always @(posedge clk or negedge rst_n) begin
        if (!rst_n) begin
            write_ptr <= 0;
            write_ack <= 0;
            overflow  <= 0;
        end
        else begin
            write_ack <= 0;
            overflow  <= 0;
            if (write_enable && count < MEM_DEPTH) begin
                fifo_mem[write_ptr] <= data_in;
                write_ptr <= write_ptr + 1;
                write_ack <= 1;
            end
            else if (write_enable && full) begin
                overflow <= 1;
            end
        end
    end
    always @(posedge clk or negedge rst_n) begin
        if (!rst_n) begin
            read_ptr <= 0;
            data_out <= 0;
        end
        else begin
            if (read_enable && count != 0) begin
                data_out <= fifo_mem[read_ptr];
                read_ptr <= read_ptr + 1;
            end
        end
    end
    always @(posedge clk or negedge rst_n) begin
        if (!rst_n) begin
            count <= 0;
        end
        else begin
            case ({write_enable, read_enable})
                2'b10: if (!full)  count <= count + 1;  
                2'b01: if (!empty) count <= count - 1;  
                2'b11: begin 
                       if (full) count <= count - 1;
                       else if (empty) count <= count + 1;
                end
                default: count <= count;
            endcase
        end
    end
    assign full         = (count == MEM_DEPTH);
    assign empty        = (count == 0);
    assign almost_full  = (count == MEM_DEPTH - 2);  
    assign almost_empty = (count == 1);
    assign underflow    = (empty && read_enable);
endmodule
```
==> CHANGELOG.md <==
### Changed

- Outcome: complete, no violations
- Critical-path top delay cell: clkdlybuf4s50_1
- Critical path peak fanout: 10
- Longest Clk Path Bufs: 2
- # DRC: 0
- Syn Inst Count: around 390
- Core Region: 15100 um2
- Avg Cell Area, Syn: roughly 16 um2
- Htree depth: 4
- DR vias/cell: ~5.7
- YS chip area: about 6200 um2
- DR iter-0 viols: approximately 280
- # Cells Yosys: between 300 and 400
- RSZ-0062 raised after global routing: false
- Kind of critical path: input port to primary output
- Rel. slew slack: 0.397
- Top area cell types: edfxtp_1 (62%), dfrtp_1 (11%), ha_1 (3.2%)
- Largest net degree at the start of global routing: 32
- Max VDD drop: approximately 0.33 mV
- Row count: 45
- CTS sink cnt: around 160
- Worst hold-check path type: flop to flop
- CP cell instances: clkdlybuf4s50_1 > inv_1 > nor3_1 > clkdlybuf4s50_1
- Req. time, crit path: 3200 ps
- Number of enable flip-flop cells: between 100 and 150
- Register Area: about 4500 um2
- Seq/Total Area, Yosys: 0.737
- Syn. warnings: 2
- F_max: 322 MHz
- Critical Path End Type: primary output
- CP most frequent cell: clkdlybuf4s50_1
- Initial antenna violation count: 1
- Reg clk slew, reported paths: 60 ps
- Final-report hold violation count: 0
- Worst Tran Pin Value: between 900 and 1000 ps
- Startpoint Class: input port
- Die X: approximately 130 um
- DIE HEIGHT: ~130 um
- Dpl cells: approximately 610
- Pwr/cell area: 682 nW/um2
- Syn Std Cell Area: 6170 um2
- Final Worst Setup Slack: about 900 ps
- Final cell count without fillers: ~650
- Top Ports: 43
- Starting Density: 0.407
- Worst skew pair latency: between 400 and 500 ps
- Synth unique cells: 42
- Remaining Overflow, GRT: 0
- Share of cells above drive strength 1: 0.118
- Critical Path AT: between 2000 and 2500 ps
- Worst path bufs/invs: 3
- Max Cap Viol: 0
- Yosys top cell by instances: edfxtp_1
- Post-synth regs: roughly 160
- Post-CTS sizing: 0
- Antenna viol nets, final: 0
- Final core utilization: 0.491
- Cts hold-fix bufs: 0
- Clock Skew: about 9.6 ps
- Total CTS buffers: 17
- Tcrit/Tclk final: 0.775
- Commonest cells post-synth: edfxtp_1 (128), dfrtp_1 (28), nand2_1 (28)
- RePlAce Congestion: approximately 0.79
- Top-area cell share: 0.623
- First-pass GRT wire length: approximately 19 mm
- Leak Pwr: about 2.6 nW
- Post-synth top flop: edfxtp_1
- DP Wirelength: between 6 and 7 mm
- CTS tree: done
- Post-CTS setup buffer count: 0
- Setup TNS: 0 ps
- Drt wl/cell: between 15 and 20 um
- Final Setup Violations: 0
- WL final: 12.1 mm
- Vias in the first global route: between 3000 and 4000
- Gr usage total: 0.172
- Tool Warnings: 36
- MI comb area: ~1500 um2
- Via count: approximately 3700
- Layout Area Growth over Synthesis: 20.6%
- Dpl ws: 873 ps
- Max-slew violation count: 0
- Fin Hold WS: approximately 480 ps
- Critical Path Max Stage Delay: ~660 ps
- Root buffer cell: clkbuf_16
- Die Area: 15900 um2
- Post-synth top area cell: edfxtp_1
- Share of synthesized registers carrying an async set or reset: 0.179
- IO Port Bufs: between 40 and 50
- Fillers: ~1200
- Family with the most delay on the worst path: buffers and inverters
- Minimum clock period after layout: between 3000 and 4000 ps
- Drt pass-1 iters: 21
[registers in the layout, summed over array words and instances (netlist names)]
signal	flops
count	4
data_out	16
fifo_mem	128
overflow	1
read_ptr	3
write_ack	1
write_ptr	3
[worst min-delay path: stages (launching register included)]
cell	delay, ps
dfrtp_1	340
nand2_1	50
o21ai_0	60
[stage by stage]
step | area, um2 | total power [mW]
2_1_floorplan | 6170 | 2.97
3_3_place_gp | 6810 | 3.45
3_5_place_dp | 6810 | 3.46
4_1_cts | 7440 | 5.13
5_1_grt | 7440 | 5.38
6_report | 7440 | 5.08
[cells in the final DEF (no fill, tap or decap), drive strengths merged, types with 5 or more instances in the layout]
master / instances
buf: 15
o21ai: 20
mux2: 10
a21oi: 19
and3: 9
nand2: 28
edfxtp: 128
clkbuf: 24
clkdlybuf4s50: 42
a22o: 8
a221oi: 13
a22oi: 5
ha: 16
inv: 10
dfrtp: 28
nor2: 9
a222oi: 16
a211oi: 11
[logic make-up after synthesis]
| group | Yosys count | share of synthesized area |
|---|---|---|
| DFF | 156 | 0.737 |
| AOI/OAI and AO/OA | 107 | 0.126 |
| and+or+nand+nor | 63 | 0.0530 |
| buffers and inverters | 36 | 0.0262 |
| adders and majority gates | 16 | 0.0325 |
| muxes | 11 | 0.0199 |
| xor gates and xnor gates | 4 | 0.00568 |
[worst paths after layout]
check | startpoint | to | slack, ps | depth (start not counted)
min in group asynchronous | rst_n | data_out[9] | 860 | 2
worst max-delay path | read_enable | underflow | 900 | 4
worst min register to register | data_out[9] | data_out[9] | 480 | 2
worst max register to register | count[1] | data_out[6] | 1510 | 7
max in group asynchronous | rst_n | data_out[0] | 2810 | 2
worst min-delay path | data_out[9] | data_out[9] | 480 | 2
[report_power, final]
part / internal, mW / switching [mW]
Combinational: 0.644 / 0.729
Sequential: 1.92 / 0.122
Clock: 1.09 / 0.574
[area by class of cell]
cell class                      count  share of cell area
Antenna cell                        1            0.000336
Clock buffer                       24              0.0648
Clock inverter                      8              0.0188
Inverter                           10             0.00505
Multi-Input combinational cell    201               0.197
Sequential cell                   156               0.611
Tap cell                          188              0.0316
Timing Repair Buffer               57              0.0717
[layer usage]
metal	routed length [um]	vias to the layer above	GRT usage	share of wire
met4	150	0	0.0206	0.012
met2	5620	185	0.255	0.46
met5	0	-	0.0124	0
li1	-	1655	-	-
met3	1510	14	0.116	0.12
met1	4830	1808	0.224	0.40
Power figures rest on the tool's default switching activity, not on a simulated workload.
